==> /design/flow/design.v <==
module top_level (input logic [0:0] clk,
  input logic [0:0] rst,
  input logic [0:0] __in0,
  input logic [7:0] __in1,
  output logic [0:0] __out0,
  output logic [7:0] __out1);
  logic [46:0] zll_pure_dispatch5_in;
  logic [8:0] main_refold1_in;
  logic [35:0] main_conn1_in;
  logic [26:0] main_conn1_out;
  logic [26:0] zll_main_thrice2_in;
  logic [26:0] zll_main_thrice2_out;
  logic [26:0] zll_main_out3_in;
  logic [8:0] zll_main_out3_out;
  logic [46:0] zll_pure_dispatch4_in;
  logic [44:0] zll_pure_dispatch_in;
  logic [44:0] zll_main_refold_in;
  logic [35:0] main_conn1_inR1;
  logic [26:0] main_conn1_outR1;
  logic [26:0] zll_main_thrice2_inR1;
  logic [26:0] zll_main_thrice2_outR1;
  logic [35:0] main_refold_in;
  logic [46:0] main_refold_out;
  logic [46:0] zll_pure_dispatch1_in;
  logic [17:0] zll_pure_dispatch3_in;
  logic [17:0] zll_main_refold1_in;
  logic [35:0] main_conn1_inR2;
  logic [26:0] main_conn1_outR2;
  logic [26:0] zll_main_thrice2_inR2;
  logic [26:0] zll_main_thrice2_outR2;
  logic [35:0] main_refold_inR1;
  logic [46:0] main_refold_outR1;
  logic [0:0] __continue;
  logic [37:0] __resumption_tag;
  logic [37:0] __resumption_tag_next;
  assign zll_pure_dispatch5_in = {{__in0, __in1}, __resumption_tag};
  assign main_refold1_in = zll_pure_dispatch5_in[46:38];
  assign main_conn1_in = {27'h0, main_refold1_in[8:0]};
  Main_conn1  inst (main_conn1_in[35:9], main_conn1_in[8:0], main_conn1_out);
  assign zll_main_thrice2_in = main_conn1_out;
  ZLL_Main_thrice2  instR1 (zll_main_thrice2_in[26:0], zll_main_thrice2_out);
  assign zll_main_out3_in = zll_main_thrice2_out;
  ZLL_Main_out3  instR2 (zll_main_out3_in[26:0], zll_main_out3_out);
  assign zll_pure_dispatch4_in = {{__in0, __in1}, __resumption_tag};
  assign zll_pure_dispatch_in = {zll_pure_dispatch4_in[46:38], zll_pure_dispatch4_in[35:27], zll_pure_dispatch4_in[26:0]};
  assign zll_main_refold_in = {zll_pure_dispatch_in[35:27], zll_pure_dispatch_in[26:0], zll_pure_dispatch_in[44:36]};
  assign main_conn1_inR1 = {zll_main_refold_in[35:9], zll_main_refold_in[44:36]};
  Main_conn1  instR3 (main_conn1_inR1[35:9], main_conn1_inR1[8:0], main_conn1_outR1);
  assign zll_main_thrice2_inR1 = main_conn1_outR1;
  ZLL_Main_thrice2  instR4 (zll_main_thrice2_inR1[26:0], zll_main_thrice2_outR1);
  assign main_refold_in = {zll_main_thrice2_outR1, zll_main_refold_in[8:0]};
  Main_refold  instR5 (main_refold_in[35:9], main_refold_in[8:0], main_refold_out);
  assign zll_pure_dispatch1_in = {{__in0, __in1}, __resumption_tag};
  assign zll_pure_dispatch3_in = {zll_pure_dispatch1_in[46:38], zll_pure_dispatch1_in[8:0]};
  assign zll_main_refold1_in = {zll_pure_dispatch3_in[8:0], zll_pure_dispatch3_in[17:9]};
  assign main_conn1_inR2 = {27'h0, zll_main_refold1_in[17:9]};
  Main_conn1  instR6 (main_conn1_inR2[35:9], main_conn1_inR2[8:0], main_conn1_outR2);
  assign zll_main_thrice2_inR2 = main_conn1_outR2;
  ZLL_Main_thrice2  instR7 (zll_main_thrice2_inR2[26:0], zll_main_thrice2_outR2);
  assign main_refold_inR1 = {zll_main_thrice2_outR2, zll_main_refold1_in[8:0]};
  Main_refold  instR8 (main_refold_inR1[35:9], main_refold_inR1[8:0], main_refold_outR1);
  assign {__continue, __out0, __out1, __resumption_tag_next} = (zll_pure_dispatch1_in[37:36] == 2'h1) ? main_refold_outR1 : ((zll_pure_dispatch4_in[37:36] == 2'h2) ? main_refold_out : {zll_main_out3_out, 29'h8000000, main_refold1_in[8:0]});
  initial __resumption_tag <= {6'h26{1'h0}};
  always @ (posedge clk or posedge rst) begin
    if (rst == 1'h1) begin
      __resumption_tag <= {6'h26{1'h0}};
    end else begin
      __resumption_tag <= __resumption_tag_next;
    end
  end
endmodule
module Main_conn1 (input logic [26:0] arg0,
  input logic [8:0] arg1,
  output logic [26:0] res);
  logic [71:0] zll_main_conn15_in;
  logic [71:0] zll_main_conn11_in;
  logic [71:0] zll_main_conn12_in;
  logic [35:0] zll_main_conn8_in;
  logic [35:0] zll_main_conn9_in;
  logic [25:0] zll_main_conn5_in;
  logic [16:0] zll_main_conn2_in;
  logic [35:0] zll_main_conn17_in;
  logic [25:0] zll_main_conn4_in;
  logic [16:0] zll_main_conn10_in;
  logic [35:0] zll_main_conn13_in;
  logic [33:0] zll_main_conn7_in;
  logic [33:0] zll_main_conn1_in;
  logic [24:0] zll_main_conn14_in;
  logic [35:0] zll_main_conn16_in;
  logic [8:0] zll_main_conn6_in;
  assign zll_main_conn15_in = {arg1, arg0, arg0, arg1};
  assign zll_main_conn11_in = {zll_main_conn15_in[71:63], zll_main_conn15_in[62:36], zll_main_conn15_in[62:36], zll_main_conn15_in[71:63]};
  assign zll_main_conn12_in = {zll_main_conn11_in[71:63], zll_main_conn11_in[62:36], zll_main_conn11_in[62:36], zll_main_conn11_in[71:63]};
  assign zll_main_conn8_in = {zll_main_conn12_in[62:36], zll_main_conn12_in[71:63]};
  assign zll_main_conn9_in = zll_main_conn8_in[35:0];
  assign zll_main_conn5_in = {zll_main_conn9_in[25:18], zll_main_conn9_in[17:9], zll_main_conn9_in[8:0]};
  assign zll_main_conn2_in = {zll_main_conn5_in[25:18], zll_main_conn5_in[8:0]};
  assign zll_main_conn17_in = zll_main_conn12_in[35:0];
  assign zll_main_conn4_in = {zll_main_conn17_in[34:27], zll_main_conn17_in[17:9], zll_main_conn17_in[8:0]};
  assign zll_main_conn10_in = {zll_main_conn4_in[25:18], zll_main_conn4_in[8:0]};
  assign zll_main_conn13_in = zll_main_conn11_in[35:0];
  assign zll_main_conn7_in = {zll_main_conn13_in[34:27], zll_main_conn13_in[25:18], zll_main_conn13_in[17:9], zll_main_conn13_in[8:0]};
  assign zll_main_conn1_in = {zll_main_conn7_in[25:18], zll_main_conn7_in[33:26], zll_main_conn7_in[17:9], zll_main_conn7_in[8:0]};
  assign zll_main_conn14_in = {zll_main_conn1_in[33:26], zll_main_conn1_in[25:18], zll_main_conn1_in[8:0]};
  assign zll_main_conn16_in = zll_main_conn15_in[35:0];
  assign zll_main_conn6_in = zll_main_conn16_in[8:0];
  assign res = ((zll_main_conn16_in[35] == 1'h0) && (zll_main_conn16_in[26] == 1'h0)) ? {zll_main_conn6_in[8:0], 18'h0} : (((zll_main_conn13_in[35] == 1'h1) && (zll_main_conn13_in[26] == 1'h1)) ? {zll_main_conn14_in[8:0], 1'h1, zll_main_conn14_in[16:9], 1'h1, zll_main_conn14_in[24:17]} : (((zll_main_conn17_in[35] == 1'h1) && (zll_main_conn17_in[26] == 1'h0)) ? {zll_main_conn10_in[8:0], 1'h1, zll_main_conn10_in[16:9], 9'h0} : {zll_main_conn2_in[8:0], 10'h1, zll_main_conn2_in[16:9]}));
endmodule
module ZLL_Main_thrice2 (input logic [26:0] arg0,
  output logic [26:0] res);
  logic [26:0] zll_main_thrice_in;
  logic [8:0] main_io_one_in;
  logic [17:0] zll_main_io_one1_in;
  logic [8:0] zll_main_io_one2_in;
  logic [8:0] zll_main_io_one_in;
  logic [7:0] zll_main_one_in;
  logic [15:0] binop_in;
  logic [8:0] lit_in;
  logic [8:0] main_io_two_in;
  logic [17:0] zll_main_io_two1_in;
  logic [8:0] zll_main_io_two_in;
  logic [8:0] zll_main_io_two3_in;
  logic [7:0] zll_main_two_in;
  logic [15:0] binop_inR1;
  logic [8:0] lit_inR1;
  logic [8:0] main_io_three_in;
  logic [17:0] zll_main_io_three1_in;
  logic [8:0] zll_main_io_three_in;
  logic [8:0] zll_main_io_three3_in;
  logic [7:0] zll_main_three1_in;
  logic [15:0] binop_inR2;
  logic [8:0] lit_inR2;
  assign zll_main_thrice_in = arg0;
  assign main_io_one_in = zll_main_thrice_in[26:18];
  assign zll_main_io_one1_in = {main_io_one_in[8:0], main_io_one_in[8:0]};
  assign zll_main_io_one2_in = zll_main_io_one1_in[17:9];
  assign zll_main_io_one_in = zll_main_io_one2_in[8:0];
  assign zll_main_one_in = zll_main_io_one_in[7:0];
  assign binop_in = {zll_main_one_in[7:0], 8'h1};
  assign lit_in = zll_main_io_one1_in[8:0];
  assign main_io_two_in = zll_main_thrice_in[17:9];
  assign zll_main_io_two1_in = {main_io_two_in[8:0], main_io_two_in[8:0]};
  assign zll_main_io_two_in = zll_main_io_two1_in[17:9];
  assign zll_main_io_two3_in = zll_main_io_two_in[8:0];
  assign zll_main_two_in = zll_main_io_two3_in[7:0];
  assign binop_inR1 = {zll_main_two_in[7:0], 8'h2};
  assign lit_inR1 = zll_main_io_two1_in[8:0];
  assign main_io_three_in = zll_main_thrice_in[8:0];
  assign zll_main_io_three1_in = {main_io_three_in[8:0], main_io_three_in[8:0]};
  assign zll_main_io_three_in = zll_main_io_three1_in[17:9];
  assign zll_main_io_three3_in = zll_main_io_three_in[8:0];
  assign zll_main_three1_in = zll_main_io_three3_in[7:0];
  assign binop_inR2 = {zll_main_three1_in[7:0], 8'h3};
  assign lit_inR2 = zll_main_io_three1_in[8:0];
  assign res = {(lit_in[8] == 1'h0) ? 9'h0 : {1'h1, binop_in[15:8] + binop_in[7:0]}, (lit_inR1[8] == 1'h0) ? 9'h0 : {1'h1, binop_inR1[15:8] + binop_inR1[7:0]}, (lit_inR2[8] == 1'h0) ? 9'h0 : {1'h1, binop_inR2[15:8] + binop_inR2[7:0]}};
endmodule
module Main_refold (input logic [26:0] arg0,
  input logic [8:0] arg1,
  output logic [46:0] res);
  logic [35:0] main_conn1_in;
  logic [26:0] main_conn1_out;
  logic [26:0] zll_main_thrice2_in;
  logic [26:0] zll_main_thrice2_out;
  logic [26:0] zll_main_out3_in;
  logic [8:0] zll_main_out3_out;
  assign main_conn1_in = {arg0, arg1};
  Main_conn1  inst (main_conn1_in[35:9], main_conn1_in[8:0], main_conn1_out);
  assign zll_main_thrice2_in = main_conn1_out;
  ZLL_Main_thrice2  instR1 (zll_main_thrice2_in[26:0], zll_main_thrice2_out);
  assign zll_main_out3_in = zll_main_thrice2_out;
  ZLL_Main_out3  instR2 (zll_main_out3_in[26:0], zll_main_out3_out);
  assign res = {zll_main_out3_out, 2'h2, arg1, arg0};
endmodule
module ZLL_Main_out3 (input logic [26:0] arg0,
  output logic [8:0] res);
  logic [26:0] zll_main_out31_in;
  logic [17:0] zll_main_out32_in;
  assign zll_main_out31_in = arg0;
  assign zll_main_out32_in = {zll_main_out31_in[17:9], zll_main_out31_in[8:0]};
  assign res = zll_main_out32_in[8:0];
endmodule
==> /design/flow/run.sh <==
#!/bin/bash
# OpenROAD 26Q1-2900-gdf79404cd8, Yosys 0.63+post, stock flow scripts
make -C /OpenROAD-flow-scripts/flow DESIGN_CONFIG=/design/flow/config.mk WORK_HOME=/design/flow/orfs finish
==> /design/flow/config.mk <==
export PLATFORM = sky130hd
export DESIGN_NAME = top_level
export DESIGN_NICKNAME = top_level
export VERILOG_FILES = /design/flow/design.v
export SDC_FILE = /design/flow/constraint.sdc
export NUM_CORES = 4
export LEC_CHECK = 1
export CORE_UTILIZATION = 30
==> /design/flow/constraint.sdc <==
current_design top_level

set clk_period 2.5
set clk_io_pct 0.2

create_clock -name clk0 -period $clk_period [get_ports {clk}]

set non_clock_inputs [all_inputs -no_clocks]
set_input_delay [expr $clk_period * $clk_io_pct] -clock clk0 $non_clock_inputs
set_output_delay [expr $clk_period * $clk_io_pct] -clock clk0 [all_outputs]
==> git commit body <==
Update PnR metrics after Yosys + OpenROAD run

- The area growth from synthesis to layout is 35.1%.
* Crit Path Category: flip-flop to output port
- Starting DRT DRC Count: 51
* Half-perimeter wire length of the detailed placement result: 3.10 mm
- Remaining antenna violation count: 0
- Cell area reported after detailed placement: 0.00246 mm2
* Net switching power figure: 0.257 mW
- Maximum single-stage delay on the critical path: 0.41 ns
- Reported leakage power: 1.22 nW
- Share of the synthesized area in the top cell type: 0.462
* Sequential fraction of design power: 0.540
* Number of flip-flops in the largest register: 38
- RD Place Congestion: 0.821
* Number of cells in the finished layout apart from fillers: 344
- Post-synthesis sequential area ratio: 0.462
- Most flops, register: __resumption_tag
- The OpenROAD report gives the critical path a required time of 2.00 ns.
- The via count of the first global-routing pass is 1628.
* DIE HEIGHT: 84.9 um
- Worst slew pin tran: 0.729 ns
- Worst Path Max Fanout: 4
* Initial antenna violation count: 0
- Power per Cell Area: 452 mW/mm2
* Endpoints failing setup: 3
* Final Slew Violations: 0
- Power after layout: 1.26 mW
- Detailed-router iteration count before antenna repair: 16
- The clock tree synthesis step divided the H-tree into 2 levels.
* Share of the cycle needed by the critical path after routing: 1.01
- STA classifies the critical path startpoint as a flip-flop.
- Setup slack on the critical path of the routed design comes to -0.0244 ns.
* Most frequent cells after synthesis: dfrtp_1, nand2_1, nor2_1
* Synthesized chip area reported by yosys: 0.00206 mm2
- Initial cell density of the core: 0.317
* CTS tree: yes
- Core Box Area: 0.00649 mm2
- Broken down by cell family, the worst path's largest delay share belongs to flip-flops.
* Post-synthesis instance total: 211
* Final Hold Fails: 0
- I/O Buffers: 19
- Synth Warn #: 1
* Clock Tree Buf Depth: 2
* Diodes inserted: 0
- In the final layout, the share of cells above drive strength 1 is 0.273.
- Clock tree synthesis found a total of 38 sinks.
- Placed Instances: 320
* DRC errors left: 0
- The arrival time of data at the worst endpoint is listed as 2.02 ns.
- Comb power frac: 0.182
- Yosys instantiated no cell more often than dfrtp_1.
* Final Critical Period: 2.52 ns
- Tightest slew margin relative to the limit: 0.512
* Fmax: 396 MHz
- The routed design shows a wire length per standard cell of 12.4 um.
- Netlist cell types: 41
- Clock tree root driver cell: clkbuf_8
- Total tool warning count: 60
* Clock-pin slew on the worst setup and hold paths: 0.05 ns
- Dominant Register Cell: dfrtp_1
* Standard cell with the maximum stage delay on the critical path: dfrtp_1
- Net switching share of the total power: 0.204
- Average footprint of a synthesized cell: 9.76 um2
- Counting both buffers and inverters, the worst setup path holds a total of 2.
- During I/O placement, the number of pins put on the boundary was 20.
* Worst supply voltage drop on vdd: 0.000182 V
* Violations in the final reports: negative setup slack
- Clock Skews: 0.000771 ns
- The script logs the ratio of routed vias to standard cells as 4.76.
- Fin area: 0.00278 mm2
* Critical path capture point type: output port
* Vias after detailed routing: 1638
- Per the detailed-route log, wirelength across all metal layers totals 4.27 mm.
* Post-synthesis instance area: 0.00206 mm2
- CTS Buf Count: 5
* Final-layout worst hold slack: 0.517 ns
- Site Rows: 29
- Unrepaired setup endpoints after global routing: true
- Flops after synth: 38
- Ranked by total cell area, the synthesized netlist is headed by dfrtp_1, xnor2_1, xor2_1.
* Die boundary width: 84.9 um
- The synthesized netlist was found by Yosys to have 211 cells.
- Per the post-place timing report, worst setup slack is -0.176 ns.
- Critical-path cell list: and2_4 > ha_4 > buf_6 > nand2b_4 > mux2_4 > a22oi_2 > xor2_1 > nor2_1 > clkbuf_2
- Internal power component: 0.999 mW
* Clock share of power: 0.278
- Per the run summary, max-cap violations total 0.
- Status: finished with violations
- Counting flops with an async set or reset pin after synthesis yields a share of 1.00.
- Worst skew pair latency: 0.25 ns
- Largest net degree at the start of global routing: 39
- Number of enable-type register cells in the synthesized netlist: 0
* Regs by FF count: __resumption_tag (38)
- The first global-routing pass estimated 7.19 mm of wire.
- Area enclosed by the die boundary: 0.00720 mm2
- Hold crit path type: flip-flop to flip-flop
* Global route overflow: 0
* Most area-hungry cell type in the Yosys netlist: dfrtp_1
- Summed over all routing layers, the global router reports a total usage of 0.127.
==> per-layer routing <==
| layer | vias to the layer above | track usage | share of wire |
|---|---|---|---|
| li1 | 829 | - | - |
| met1 | 773 | 0.187 | 0.48 |
| met2 | 28 | 0.209 | 0.46 |
| met3 | 8 | 0.0168 | 0.034 |
| met4 | 0 | 0.0293 | 0.021 |
| met5 | - | 0 | 0 |
==> power groups by stage <==
stage	sequential, mW	clock [mW]	combinational (mW)
after CTS	0.676	0.428	0.217
after global routing	0.681	0.453	0.252
final	0.679	0.349	0.228
==> cells in the final DEF (no fill, tap or decap), types with 3 or more instances in the layout <==
cell type,instances
o21ai_1,4
nor2b_1,9
clkdlybuf4s50_1,13
nand2_1,17
and4_1,3
clkbuf_8,6
xor2_1,11
inv_1,4
xnor2_1,15
buf_4,30
nand3_1,13
nor3_1,3
a21oi_1,6
nor2_1,18
dfrtp_1,38
nand4_1,4
clkbuf_2,3
and3_1,4
nand2b_1,6
buf_6,8
and2_4,3
ha_1,5
o22ai_1,6
==> what timing repair did <==
action,CTS,global route
hold buffers,0,0
endpoints found under the setup margin,9,7
pin swaps,14,13
cloned,0,0
gates resized,32,14
buffers inserted,13,3
==> layout make-up <==
type / count / area [um2]
inverters: 6 / 22.5
repair buffers: 57 / 479
multi-input cells: 158 / 1140
clock buffers: 7 / 86.3
flip-flops and latches: 38 / 951
clock inverters: 1 / 5.00
fillers: 607 / 3710
well taps: 77 / 96.3
==> stage by stage <==
stage / util / TNS (ns)
global placement: 0.379 / -0.242
CTS: 0.421 / -0.162
floorplan: - / 0
global route: 0.428 / -0.518
detailed placement: 0.379 / -0.352
finish: 0.428 / -0.0470
==> logic make-up (layout without fill, tap and decap cells) <==
| kind of cell | after synthesis | count (layout) | synth area share |
|---|---|---|---|
| XOR/XNOR | 28 | 28 | 0.123 |
| AND/OR/NAND/NOR | 96 | 96 | 0.252 |
| AND-OR/OR-AND | 25 | 25 | 0.0747 |
| adder cells (fa/ha/maj) | 7 | 7 | 0.0425 |
| flip-flops | 38 | 38 | 0.462 |
| buffers and inverters | 15 | 71 | 0.0365 |
| multiplexers | 2 | 2 | 0.0103 |
==> final timing paths <==
check | cells past startpoint | start | endpoint | slack, ns
worst max-delay path | 9 | __resumption_tag[19] | __out1[4] | -0.02
worst min-delay path | 1 | __resumption_tag[37] | __resumption_tag[36] | 0.52
worst max register to register | 6 | __resumption_tag[36] | __resumption_tag[7] | 0.83
worst min register to register | 1 | __resumption_tag[37] | __resumption_tag[36] | 0.52
max in group asynchronous | 3 | rst[0] | __resumption_tag[34] | 1.51
min in group asynchronous | 3 | rst[0] | __resumption_tag[36] | 0.66
No activity file was given, so power comes from the tool's default toggle rates.
